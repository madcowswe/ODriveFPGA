`/design/flow/run.sh`:
```
#!/bin/bash
# OpenROAD 26Q1-2900-gdf79404cd8, Yosys 0.63+post, stock flow scripts
make -C /OpenROAD-flow-scripts/flow DESIGN_CONFIG=/design/flow/config.mk WORK_HOME=/design/flow/orfs finish
```
`/design/flow/config.mk`:
```
export PLATFORM = sky130hd
export DESIGN_NAME = QEI
export DESIGN_NICKNAME = QEI
export VERILOG_FILES = /design/flow/design.v
export SDC_FILE = /design/flow/constraint.sdc
export NUM_CORES = 4
export LEC_CHECK = 1
export CORE_UTILIZATION = 40
```
`/design/flow/constraint.sdc`:
```
current_design QEI

set clk_period 7.5
set clk_io_pct 0.2

create_clock -name clk0 -period $clk_period [get_ports {clk}]

set non_clock_inputs [all_inputs -no_clocks]
set_input_delay [expr $clk_period * $clk_io_pct] -clock clk0 $non_clock_inputs
set_output_delay [expr $clk_period * $clk_io_pct] -clock clk0 [all_outputs]
```
`/design/flow/design.v`:
```
`timescale 1 ps / 1 ps
module QEI #(
		parameter AUTO_CLOCK_SINK_CLOCK_RATE = "-1"
	) (
		input  wire        clk,           
		input  wire        reset_n,       
		input  wire        MMS_read,      
		output reg [31:0] MMS_readdata,  
		input  wire        MMS_write,
		input  wire [31:0] MMS_writedata,
		input  wire [1:0]  MMS_addr,
		input  wire [0:2]  encABZ          
	);
	reg [31:0] count;
	reg clearOnZ;
	reg revDir;
	reg quadA;
	reg quadB;
	reg encZ;
	reg encAreg;
	reg encBreg;
	reg encZreg;
	always @(posedge clk) encAreg <= encABZ[0];
	always @(posedge clk) encBreg <= encABZ[1];
	always @(posedge clk) encZreg <= encABZ[2];
	always @(posedge clk) quadA <= encAreg;
	always @(posedge clk) quadB <= encBreg;
	always @(posedge clk) encZ <= encZreg;
	reg quadA_delayed, quadB_delayed;
	always @(posedge clk) quadA_delayed <= quadA;
	always @(posedge clk) quadB_delayed <= quadB;
	wire count_enable = quadA ^ quadA_delayed ^ quadB ^ quadB_delayed;
	wire count_direction = quadA ^ quadB_delayed;
	always @(posedge clk or negedge reset_n) begin : proc_count
		if(~reset_n) begin
			count <= 32'h00000000;
			clearOnZ <= 1'b0;
			revDir <= 1'b0;
		end else begin
			if(count_enable) begin
				if(count_direction ^ revDir)
					count<=count+1;
				else
					count<=count-1;
			end
			if(clearOnZ & encZ) begin
				count <= 32'h00000000;
				clearOnZ <= 1'b0;
			end
			if(MMS_write) begin
				case (MMS_addr)
					2'h0:
						count <= MMS_writedata;
					2'h1:
						clearOnZ <= MMS_writedata[0];
					2'h2:
						revDir <= MMS_writedata[0];
					default :  ;
				endcase
			end
		end
	end
	always @(*) begin : proc_MMSread
		MMS_readdata <= 32'h00000000;
		case (MMS_addr)
			2'h0:
				MMS_readdata <= count;
			2'h1:
				MMS_readdata[0] <= clearOnZ;
			2'h2:
				MMS_readdata[0] <= revDir;
			default :  ;
		endcase
	end
endmodule
```
==> summary.txt <==
Crit-path max FO: 15
Slew headroom: 0.408
CTS tree: built
Post-CTS resize count: 0
DP HPWL: 7940 um
Crit path launch: MMS_addr[0]
DR vias/cell: 6.05
Worst flop-to-flop path endpoint: count[24]
Core ar.: 0.00838 mm2
Row count: 33
Remaining DRCs: 0
VDD IR max: 0.000181 V
Final TNS setup: 0 ns
Routed len/inst: 18.5 um
Die area: 0.00923 mm2
Initial antenna violation count: 0
Fp_density: 0.422
Die height: 96.1 um
Worst EP arrival: 3.75 ns
First-pass GRT wire length: 18500 um
Net load switching power: 498 uW
DRT iter0 DRCs: 226
Largest net degree at the start of global routing: 35
Post-place setup slack: 2.22 ns
Fill cells: 873
Max Slew Vio Count: 0
Root buffer selected by CTS: clkbuf_8
Clock share of power: 0.158
Final worst slack: 2.25 ns
# H-tree levels: 2
Post-CTS setup buffer count: 0
Final tally of hold violations: 0
Crit path DRT: 6.00 ns
Die span in x: 96.1 um
RSZ-0062 raised after global routing: no
DRT Wirelength: 11400 um
Async S/R FF share, synth: 0.810
Clock insertion delay at the later pin of the skew report: 0.31 ns
Post-Syn Instances: 466
Tool warnings: 26
Clk_skew: 0.00439 ns
Hold Crit Class: reg2reg
Final GP Congestion: 0.919
Min Tclk post-route: 5.25 ns
Main flop type: dfrtp_1
Post-synthesis cell area: 0.00354 mm2
Syn_area_per_cell: 7.60 um2
Fin crit share: 0.700
Warnings, synthesis: 1
Worst Reg2Reg Path Length in Cells: 9
Combinational Power Share: 0.432
CP startpoint kind: input pin
Vias: 3726
Worst Tran Pin Value: 0.885 ns
Worst-path clk slew: 0.10 ns
Leak pwr: 0.00154 uW
Synthesized registers: 42
I/O pin cnt: 73
Num Clock Sinks: 42
Yosys Instances: 466
Drt first pass iters: 5
CP Capture Type: output port
Unique cell types: 62
Fmax: 0.191 GHz
Synth Seq Share: 0.286
TritonCTS buffer count: 5
IO buf count: 71
Area grow syn2layout: 24.0%
Critical Path Sink: MMS_readdata[31]
Setup Viol. Count Final: 0
Launch point of the worst reg-to-reg path: quadA
Register-to-register path setup slack: 3.95 ns
Max Buffers Root-to-Sink: 2
Ant diodes: 0
Ratio of cells with drive above 1 in the final layout: 0.0548
Setup Crit Path Kind: in2out
Fin util: 0.524
Top cells excl fill/tap: clkdlybuf4s50_1, nand2_1, o21ai_0
Outcome: complete, no violations
CTS Hold Bufs: 0
GRT Total Usage: 0.269
Max Cap Viol: 0
Int Pwr: 566 uW
Vias in the first global route: 3447
Seq pwr share: 0.410
Chip area in the Yosys report: 0.00354 mm2
Commonest Layout Cell: clkdlybuf4s50_1
Total grt overflow: 0
Final ANT Viol Nets: 0
Number of enable flip-flop cells: 0
Switch share: 0.468
Power per cell area: 242 mW/mm2
Hold Slack: 0.336 ns
Pwr Total: 1060 uW
[cell usage after synthesis (3+ instances only)]
cell type,instances,area share
a211o_1,3,0.0074
a21o_1,3,0.0064
a21oi_1,12,0.017
a22o_1,3,0.0074
a22oi_1,5,0.011
a32o_1,4,0.011
and2_1,30,0.053
and3_1,10,0.018
and4_1,5,0.012
buf_1,4,0.0042
clkbuf_1,38,0.040
dfrtp_1,34,0.24
dfxtp_1,8,0.045
inv_1,4,0.0042
mux2_2,3,0.0095
mux2i_1,5,0.014
nand2_1,51,0.054
nand3_1,26,0.037
nand4_1,13,0.023
nor2_1,19,0.020
nor3_1,30,0.042
nor3b_1,3,0.0064
nor4_1,24,0.042
nor4b_1,4,0.0099
o21ai_0,35,0.049
or3_1,11,0.019
or4_1,9,0.019
xnor2_1,15,0.037
xor2_1,8,0.020
[power by group through the flow]
stage | clock [uW] | combinational (uW) | sequential [uW]
4_1_cts | 174 | 456 | 433
5_1_grt | 182 | 515 | 454
6_report | 168 | 460 | 436
[cell type report]
type	count	area [um2]	area share
clock buffers	5	68.8	0.0157
clock inverters	3	28.8	0.00655
inverters	4	15.0	0.00342
multi-input cells	374	2330	0.532
flip-flops and latches	42	1010	0.230
well taps	105	131	0.0299
repair buffers	83	801	0.182
[critical path, stage by stage]
cell             delay, ns
clkdlybuf4s50_1       0.54
nor2_1                0.73
buf_4                 0.34
and2_1                0.17
clkdlybuf4s50_1       0.46
[state kept, by name, indices dropped and copies added, names as in the netlist]
register       cells
clearOnZ           1
revDir             1
quadA              1
quadB_delayed      1
encZreg            1
encAreg            1
encBreg            1
quadB              1
quadA_delayed      1
count             32
encZ               1
[per-stage QoR]
step,cells,area (um2)
2_1_floorplan,466,3540
4_1_cts,616,4390
3_5_place_dp,608,4290
6_report,616,4390
3_3_place_gp,608,4290
5_1_grt,616,4390
[cells by family after synthesis]
family | share of synthesized area
and+or+nand+nor | 0.386
AOI/OAI and AO/OA | 0.175
buffers and inverters | 0.0562
DFF | 0.286
xor gates and xnor gates | 0.0700
muxes | 0.0237
adders and majority gates | 0.00353
[worst min-delay path by stage]
stage | startpoint | endpoint | depth (start not counted)
after CTS | encZreg | encZ | 0
after global routing | encZreg | encZ | 0
final | encAreg | quadA | 0
[per-layer routing]
| metal | vias to the layer above | wire [um] | share of wire | track usage |
|---|---|---|---|---|
| met5 | - | 0 | 0 | 0 |
| met4 | 0 | 85 | 0.0075 | 0.0348 |
| met3 | 10 | 765 | 0.067 | 0.0418 |
| met2 | 134 | 5010 | 0.44 | 0.400 |
| met1 | 1753 | 5530 | 0.49 | 0.427 |
| li1 | 1829 | - | - | - |
Power figures rest on the tool's default switching activity, not on a simulated workload.
