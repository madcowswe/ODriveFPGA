--- flow/run.sh ---
#!/bin/bash
# OpenROAD 26Q1-2900-gdf79404cd8, Yosys 0.63+post, stock flow scripts
make -C /OpenROAD-flow-scripts/flow DESIGN_CONFIG=/design/flow/config.mk WORK_HOME=/design/flow/orfs finish
--- flow/config.mk ---
export PLATFORM = sky130hd
export DESIGN_NAME = Servo
export DESIGN_NICKNAME = Servo
export VERILOG_FILES = /design/flow/design.v
export SDC_FILE = /design/flow/constraint.sdc
export NUM_CORES = 4
export LEC_CHECK = 1
export CORE_UTILIZATION = 50
--- flow/constraint.sdc ---
current_design Servo

set clk_period 7.0
set clk_io_pct 0.2

create_clock -name clk0 -period $clk_period [get_ports {clk}]

set non_clock_inputs [all_inputs -no_clocks]
set_input_delay [expr $clk_period * $clk_io_pct] -clock clk0 $non_clock_inputs
set_output_delay [expr $clk_period * $clk_io_pct] -clock clk0 [all_outputs]
--- flow/design.v ---
`timescale 1 ps / 1 ps
module Servo  (
		input  wire        clk,            
		input  wire        reset_n,        
		input  wire [3:0]  MMS_addr,       
		input  wire        MMS_write,      
		input  wire [31:0] MMS_writedata,  
		output reg  [0:2]  Udrive,       
		output reg  [0:2]  Ldrive,       
		output reg         irqout        
	);
	reg [15:0] compvalhightoset[2:0];
	reg [15:0] compvallowtoset[2:0];
	reg [15:0] maxctrvaltoset;
	reg updateon0;
	reg updateonmax;
	reg trigon0;
	reg trigonmax;
	reg update;
	reg updateAck;
	integer i;
	reg CPUDone;
	reg En;
	always @(posedge clk or negedge reset_n) begin : proc_MMSinterface
		if(~reset_n) begin
			for (i = 0; i < 3; i = i + 1) begin
				compvalhightoset[i] <= 16'hFFFF;
				compvallowtoset[i] <= 16'h0000;
			end
			maxctrvaltoset <= 16'hFFFF;
			updateon0 <= 1'b0;
			updateonmax <= 1'b0;
			trigon0 <= 1'b0;
			trigonmax <= 1'b0;
			update <= 1'b0;
			En <= 1'b0;
			CPUDone <= 1'b0;
		end else begin
			if(updateAck) begin
				update <= 1'b0;
				CPUDone <= 1'b1;
			end else begin
				if(irqout) begin
					if(!CPUDone) begin
						En <= 1'b0;
					end
					CPUDone <= 1'b0;
				end
			end
			if(MMS_write) begin
				case (MMS_addr)
					4'h0:
						compvallowtoset[0] <= MMS_writedata[15:0];
					4'h1:
						compvalhightoset[0] <= MMS_writedata[15:0];
					4'h2:
						compvallowtoset[1] <= MMS_writedata[15:0];
					4'h3:
						compvalhightoset[1] <= MMS_writedata[15:0];
					4'h4:
						compvallowtoset[2] <= MMS_writedata[15:0];
					4'h5:
						compvalhightoset[2] <= MMS_writedata[15:0];
					4'h8:
						maxctrvaltoset <= MMS_writedata[15:0];
					4'h9:
						En <= MMS_writedata[0];
					4'hA:
						updateon0 <= MMS_writedata[0];
					4'hB:
						updateonmax <= MMS_writedata[0];
					4'hC:
						trigon0 <= MMS_writedata[0];
					4'hD:
						trigonmax <= MMS_writedata[0];
					4'hF:
						update <= MMS_writedata[0];
					default :  ;
				endcase
			end
		end
	end
	reg [15:0] compvalhigh[2:0];
	reg [15:0] compvallow[2:0];
	reg [15:0] ctr;
	reg [15:0] maxctrval;
	reg countup;
	always @(posedge clk or negedge reset_n) begin : proc_modulator
		if(~reset_n) begin
			ctr <= 16'h0000;
			countup <= 1'b1;
			for (i = 0; i < 3; i = i + 1) begin
				compvalhigh[i] <= 16'hFFFF;
				compvallow[i] <= 16'h0000;
			end
			maxctrval <= 16'hFFFF;
			updateAck <= 1'b0;
			irqout <= 1'b0;
		end else begin
			irqout <= 1'b0;
			if(!update) begin
				updateAck <= 1'b0;
			end
			if(countup) begin
				if(ctr == maxctrval) begin
					countup <= 0;
					if(update & !updateAck & updateonmax) begin
						updateAck <= 1'b1;
						for (i = 0; i < 3; i = i + 1) begin
							compvalhigh[i] <= compvalhightoset[i];
							compvallow[i] <= compvallowtoset[i];
						end
					end
					if(trigonmax) begin
						irqout <= 1'b1;
					end
				end else begin
					ctr <= ctr + 1;
				end
			end else begin
				if(ctr == 16'h0000) begin
					countup <= 1;
					if(update & !updateAck & updateon0) begin
						updateAck <= 1'b1;
						for (i = 0; i < 3; i = i + 1) begin
							compvalhigh[i] <= compvalhightoset[i];
							compvallow[i] <= compvallowtoset[i];
						end
					end
					if(trigon0) begin
						irqout <= 1'b1;
					end
				end else begin
					ctr <= ctr - 1;
				end
			end
			if(maxctrvaltoset != maxctrval) begin
				maxctrval <= maxctrvaltoset;
				ctr <= 16'h0000;
				countup <= 1'b1;
			end
		end
	end
	always @(posedge clk or negedge reset_n) begin : proc_compare
		if(~reset_n) begin
			Udrive[0] <= 1'b0;
			Ldrive[0] <= 1'b0;
			Udrive[1] <= 1'b0;
			Ldrive[1] <= 1'b0;
			Udrive[2] <= 1'b0;
			Ldrive[2] <= 1'b0;
		end else begin
			Udrive[0] <= (ctr > compvalhigh[0]) & En;
			Ldrive[0] <= (ctr < compvallow[0] ) & En;
			Udrive[1] <= (ctr > compvalhigh[1]) & En;
			Ldrive[1] <= (ctr < compvallow[1] ) & En;
			Udrive[2] <= (ctr > compvalhigh[2]) & En;
			Ldrive[2] <= (ctr < compvallow[2] ) & En;
		end
	end
endmodule
==> Changelog: implementation <==
## Implementation

* Slew Limit Fails at 0
* Initial antenna violation count at 0
* VDD IR max at 160 uV
* Fin cells at ~1400
* H-tree levels at 1
* Post-CTS resize count at 0
* Late-Pin Clk Latency at 540 ps
* CTS Sinks at roughly 260
* Grt total ovfl at 0
* Area Overhead vs Synth at 12.5%
* Crit path arrival time at 4160 ps
* Post-Syn Area at 0.0130 mm2
* CTS hold repair buffers at 0
* GRT Total Usage at 0.234
* CTS tree: done
* Endpoints failing hold at 0
* Final RePlAce weighted congestion at between 0.8 and 0.9
* Drt first-iter violations at 440
* Synth warn at 5
* Synth area leaders: dfstp_2 26%, dfrtp_1 24%, mux2_2 15%
* Detailed Route WL at between 20000 and 30000 um
* Core ar. at 0.0253 mm2
* Asr flop ratio synth at 1.00
* Largest net degree at the start of global routing at 108
* DR pass1 iterations at 4
* Hold Crit Class: reg -> reg
* Ratio of cells with drive above 1 in the final layout at 0.348
* Final Util at 0.577
* Status: complete, no violations
* Fin worst setup slack at 3260 ps
* Global-route wire length before repair at ~45000 um
* Clk_skew at 13.6 ps
* Top FF cell, synth: dfstp_2
* RSZ-0062 raised after global routing: no
* Count of input and output buffers at 29
* Area leader share at 0.261
* Post-DRT Antenna Nets at 0
* Yosys Instances at 1040
* Die Span Y at 163 um
* P_sw at 903 uW
* Most frequent logic cell in the layout: mux2_2
* Rows at 58
* Endpoints failing setup at 0
* HP Start: maxctrvaltoset[9]
* TNS Setup at 0 ps
* Type of the worst setup path: reg -> reg
* Chip area at 0.0266 mm2
* Vias in the first global route at approximately 7800
* CP Max Fanout at about 48
* Clk pwr share at 0.410
* Clock transition at path regs at 60 ps
* Worst Path Required at between 7000 and 8000 ps
* DR vias at 7735
* Worst-Margin Slew at 824 ps
* Rel. slew slack at 0.449
* Seq/Total Area, Yosys at 0.506
* Initial Util at 0.513
* Flip-flops with a built-in enable at 0
* Final Hold Slack at between 300 and 400 ps
* R2r startpoint: ctr[10]
* Tool warning count at between 40 and 50
* Leak pwr at 6.68 nW
* Routed WL per cell at 19.3 um
* Int Power at ~3 mW
* Antenna cells at 0
* Number of distinct library cells after synthesis at 53
* Die Wd at between 150 and 200 um
* Flop2flop setup slack at 3260 ps
* CTS Buf Count at 29
* Pre-CTS WS at 3260 ps
* Gate power share at 0.102
* Number of remaining DRC errors at 0
* Placed Instances at roughly 1400
* Crit path launch type: register
* Reg power frac at 0.487
* Hold Path Depth at 0
* Power per Cell Area at 264 mW/mm2
* Fraction of power spent switching nets at 0.234
* Routed vias/inst at 5.42
* Maximum clock frequency at 268 MHz
* Synth Instances at 1040
* Clk root buf: clkbuf_16
* Yosys chip area at 0.0130 mm2
* R2R cell count at 9
* IO Pins at 46
* Hold worst-path end: maxctrval[9]
* Dpl hpwl at roughly 18000 um
* Clock Tree Buf Depth at 3
* Tmin final at 3740 ps
* Max-cap violations at 0
* Yosys reg bits at between 200 and 300
* Syn avg cell area at 12.5 um2
* RR Endpoint: compvallow[2][13]
* Area leader, netlist: dfstp_2
* Post-CTS setup buffers at 0
* Dominant logic cell types in the final layout: 174 x mux2_2, 129 x dfstp_2, 127 x dfrtp_1
* Crit share post-route at 0.534
* Worst setup EP type: register
power by group through the flow:
stage | Sequential (mW) | Clock, mW | Combinational, mW
after CTS | 1.88 | 1.62 | 0.403
final | 1.88 | 1.59 | 0.396
after global routing | 1.91 | 1.68 | 0.440
area by class of cell:
type | count | area [um2]
fill | 2044 | 10700
timing repair buffer | 42 | 405
clock buffer | 41 | 863
clock inverter | 13 | 153
sequential | 256 | 6570
multi-input combinational | 647 | 5840
inverter | 97 | 364
tap | 330 | 413
critical path, cell delays in order, from the launching register on:
cell and delay [ps]:
dfrtp_1 760, xor2_1 150, nor4_1 370, nand4_1 250, nor2_4 270, nand2_1 150
a21boi_4 150, buf_4 400, buf_4 640, mux2_2 400
metal layers:
| layer | track usage | up-vias | wire [um] |
|---|---|---|---|
| li1 | - | 3724 | - |
| met1 | 0.397 | 3879 | 13600 |
| met2 | 0.343 | 98 | 12400 |
| met3 | 0.0313 | 34 | 1070 |
| met4 | 0.0408 | 0 | 540 |
| met5 | 0 | - | 0 |
state kept, by name, summed over array words and instances (netlist names), 3 cells and up:
name	count
Udrive	3
compvalhigh	48
compvallowtoset	48
maxctrvaltoset	16
compvallow	48
compvalhightoset	48
Ldrive	3
maxctrval	16
ctr	16
metrics by stage:
step / power [mW] / cell area, um2
2_1_floorplan: 2.15 / 13000
3_3_place_gp: 2.29 / 13600
3_5_place_dp: 2.30 / 13600
4_1_cts: 3.91 / 14600
5_1_grt: 4.03 / 14600
6_report: 3.86 / 14600
synthesized netlist by cell type (3+ instances only):
master and count:
a2111oi_0 3, a211oi_1 9, a21o_1 20, a21oi_1 39
and3_1 4, buf_4 5, buf_6 5, clkbuf_1 28
dfrtp_1 127, dfstp_2 129, ha_1 107, inv_1 97
mux2_1 30, mux2_2 174, mux2_4 10, mux2i_1 7
nand2_1 30, nand2b_1 10, nand3_1 9, nand3b_1 3
nand4_1 13, nor2_1 38, nor2b_1 10, nor3_1 9
nor4_1 13, o211ai_1 4, o21a_1 6, o21ai_0 22
or3_1 3, xnor2_1 7, xor2_1 39
worst max path at each step:
stage / startpoint / end / slack (ps) / cells after the start
after global routing: ctr[5] / compvallow[2][15] / 3000 / 9
after CTS: ctr[10] / compvallow[0][8] / 3250 / 9
final: ctr[10] / compvallow[2][13] / 3260 / 9
logic make-up after synthesis:
kind of cell | after synthesis | share of synthesized area
flops | 256 | 0.506
mux | 221 | 0.194
simple gates | 150 | 0.0593
buf+inv | 137 | 0.0449
compound gates | 122 | 0.0603
fa+ha+maj | 108 | 0.105
xor+xnor | 46 | 0.0310
No activity file was given, so power comes from the tool's default toggle rates.
