[design/flow/design.v]
`timescale 1 ps / 1 ps
module Triggered_ADC_Sequencer 
	(
		input  wire        clk,                  
		input  wire        reset_n,              
		input  wire        chout_ready,          
		output wire        chout_valid,          
		output wire [4:0]  chout_data,           
		output wire        chout_startofpacket,  
		output wire        chout_endofpacket,    
		output reg         irq_out,              
		input  wire        MMS_read,             
		input  wire        MMS_write,            
		input  wire [4:0]  MMS_address,          
		output reg [31:0] MMS_readdata,         
		input  wire [31:0] MMS_writedata,        
		input  wire        resp_valid,           
		input  wire [11:0] resp_data,            
		input  wire [4:0]  resp_channel,         
		input  wire        resp_startofpacket,   
		input  wire        resp_endofpacket,     
		input  wire        trig_in               
	);
	localparam REG_EN = 5'h0;
	localparam REG_IRQFLAG = 5'h1;
	localparam REG_MAXSEQ = 5'h2;
	reg [11:0] samp_store [0:7];
	reg En;
	reg [2:0] max_seq;
	reg [4:0] ch_map [0:7];
	always @(posedge clk or negedge reset_n) begin : proc_MMSwrite
		if(~reset_n) begin
			max_seq <= 3'd0;
			irq_out <= 1'b0;
			En <= 1'b0;
		end else begin
			if(MMS_write) begin
				if(MMS_address < 5'h10) begin
					case (MMS_address)
						REG_EN:
							En <= MMS_writedata[0];
						REG_IRQFLAG:
							irq_out <= MMS_writedata[0];
						REG_MAXSEQ:
							max_seq <= MMS_writedata[2:0];
					endcase
				end else if(MMS_address >= 5'h10 && MMS_address < 5'h18) begin
					ch_map[MMS_address & 5'h0F] <= MMS_writedata[4:0];
				end
			end
			if(resp_endofpacket & resp_valid) begin
				irq_out <= 1'b1;
			end
		end
	end
	always @(*) begin : proc_MMSread
		MMS_readdata <= 32'b00000000000000000000000000000000;
		if(MMS_address < 5'h10) begin
			case (MMS_address)
				REG_EN:
					MMS_readdata[0]  <= En;
				REG_IRQFLAG:
					MMS_readdata[0]  <= irq_out;
				REG_MAXSEQ:
					MMS_readdata[2:0]  <= max_seq;
			endcase
		end else if(MMS_address >= 5'h10 && MMS_address < 5'h18) begin
			MMS_readdata[4:0] <= ch_map[MMS_address & 5'h0F];
		end else if(MMS_address >= 5'h18) begin
			MMS_readdata[11:0] <= samp_store[MMS_address & 5'h0F];
		end
	end
	reg [2:0] sequence_ctr;
	reg seq_running;
	always @(posedge clk or negedge reset_n) begin : proc_sequence
		if(~reset_n) begin
			sequence_ctr <= 3'b000;
			seq_running <= 1'b0;
		end else begin
			if(~En | chout_endofpacket & chout_valid & chout_ready) begin
				seq_running <= 1'b0;
			end
			if(trig_in & En) begin
				seq_running <= 1'b1;
			end
			if(chout_valid & chout_ready) begin
				sequence_ctr <= sequence_ctr + 3'd1;
				if(sequence_ctr == max_seq) begin
					sequence_ctr <= 3'd0;
				end
			end
			if(~En) begin
				sequence_ctr <= 3'b000;
			end
		end
	end
	assign chout_data = ch_map[sequence_ctr];
	assign chout_valid = seq_running;
	assign chout_startofpacket = sequence_ctr == 3'b000;
	assign chout_endofpacket = sequence_ctr == max_seq;
	reg [2:0] resp_ctr;
	always @(posedge clk or negedge reset_n) begin : proc_resp
		if(~reset_n) begin
			resp_ctr <= 3'b000;
		end else begin
			if(resp_startofpacket) begin
				samp_store[3'd0] <= resp_data;
				resp_ctr <= 3'd1;
			end else if(resp_valid) begin
				samp_store[resp_ctr] <= resp_data;
				resp_ctr <= resp_ctr + 3'd1;
			end
		end
	end
endmodule
[design/flow/run.sh]
#!/bin/bash
# OpenROAD 26Q1-2900-gdf79404cd8, Yosys 0.63+post, stock flow scripts
make -C /OpenROAD-flow-scripts/flow DESIGN_CONFIG=/design/flow/config.mk WORK_HOME=/design/flow/orfs finish
[design/flow/config.mk]
export PLATFORM = sky130hd
export DESIGN_NAME = Triggered_ADC_Sequencer
export DESIGN_NICKNAME = Triggered_ADC_Sequencer
export VERILOG_FILES = /design/flow/design.v
export SDC_FILE = /design/flow/constraint.sdc
export NUM_CORES = 4
export LEC_CHECK = 1
export CORE_UTILIZATION = 30
[design/flow/constraint.sdc]
current_design Triggered_ADC_Sequencer

set clk_period 5.7
set clk_io_pct 0.2

create_clock -name clk0 -period $clk_period [get_ports {clk}]

set non_clock_inputs [all_inputs -no_clocks]
set_input_delay [expr $clk_period * $clk_io_pct] -clock clk0 $non_clock_inputs
set_output_delay [expr $clk_period * $clk_io_pct] -clock clk0 [all_outputs]
==> results.py <==
# Metrics from the implementation run
metrics = {
    "outcome": {
        "status": "finished clean",
    },
    "critical_path": {
        "cp_max_fo": 27,
        "crit_required_ns": 4.56,
        "rrSetupSlack_ns": 3.94,
        "crit_family": "buffers and inverters",
        "critPathMaxStageDelay_ns": 0.73,
        "cp_cell_sequence": "buf_2 -> nor2b_1 -> a22o_1 -> a221oi_2 -> o211ai_1 -> clkdlybuf4s50_1",
        "cp-end-kind": "output pin",
        "cp.buffers_inverters": 2,
        "cp_slowest_cell": "nor2b_1",
        "crit_arrival_ns": 3.57,
        "timing.rr.start": "resp_ctr[0]$_DFFE_PN0N_",
        "rr_worst_depth": 3,
        "start_kind": "primary input",
        "critPathKind": "in -> out",
        "reg2reg_to": "samp_store[7][2]$_DFFE_PP_",
    },
    "yosys": {
        "synth_area_per_cell_um2": 14.0,
        "postSynthCellCount": 486,
        "ys_seq_share_pct": 64.4,
        "yosysWarnings": 3,
        "yosysChipArea_mm2": 0.00681,
        "synthArstFlopShare_pct": 8.11,
        "edf_count": 136,
        "ys_ff": 148,
        "syn_area_mm2": 0.00681,
        "synth.distinct_cells": 55,
        "yosys_cells": 486,
        "yosys_most_used_dff": "edfxtp_1",
    },
    "floorplanning": {
        "fp.dieW_um": 153,
        "die_h_um": 153,
        "core_area_mm2": 0.0220,
        "rows": 54,
        "die_area_mm2": 0.0233,
        "io_pins": 104,
        "fp-utilization_pct": 30.9,
    },
    "run": {
        "maxCapViolCount": 0,
        "openroad.warnings": 66,
    },
    "clocking": {
        "insertion_delay_ns": 0.42,
        "numClockSinks": 148,
        "numCtsBuffers": 17,
        "clk_pin_slew_ns": 0.06,
        "cts.repair.resized": 0,
        "clockRootBuffer": "clkbuf_16",
        "clock_path_buffers": 2,
        "htree_levels": 4,
        "postCtsSetupRepairBufs": 0,
        "cts_hold_buffers": 0,
        "cts_tree": "yes",
    },
    "detailed_routing": {
        "antenna_left": 0,
        "n_antenna_cell": 0,
        "dr.pass1.iters": 17,
        "num_vias": 4128,
        "post-route-drc-count": 0,
        "drt_wl_total_mm": 15.2,
        "wire_per_inst_um": 18.3,
        "drt_iter0_markers": 354,
        "routed_via_density": 4.99,
    },
    "cells_and_area": {
        "post-route-util_pct": 36.4,
        "layout-drive-gt1-share_pct": 11.7,
        "mostFrequentLayoutCells": "edfxtp_1, clkdlybuf4s50_1, nor2_1, nand2_1, mux2i_1",
        "synthToLayoutAreaGrowth_pct": 17.7,
        "num-fill-cells": 2031,
        "layout_top_cell": "edfxtp_1",
        "stdcell_count": 828,
    },
    "hold_path": {
        "min_from": "max_seq[1]$_DFFE_PN0P_",
        "hold_path_depth": 1,
        "hp-class": "reg -> reg",
        "hold-path-endpoint": "max_seq[1]$_DFFE_PN0P_",
    },
    "timing": {
        "max_slew_margin_pct": 40.5,
        "finalWorstSetupSlack_ns": 0.994,
        "finClkSkew_ns": 0.00324,
        "finalCriticalPeriod_ns": 4.71,
        "setup_tns_ns": 0,
        "slew_viol_final": 0,
        "fmax_mhz": 212,
        "final_hold_viol_count": 0,
        "rsz0062_at_grt": "no",
        "tightest_slew_ns": 0.885,
        "finalSetupViolations": 0,
        "period_used_pct": 82.6,
    },
    "global_route": {
        "grt_pass1_vias": 4364,
        "antenna_found_initial": 0,
        "grt_start_max_net_pins": 64,
        "grt_pass1_wl_mm": 23.6,
        "grt_use_total_pct": 14.0,
        "grt_overflow": 0,
    },
    "power": {
        "vdd_drop_max_uv": 142,
        "p_per_area_mw_per_mm2": 308,
        "leakagePower_uw": 0.00274,
    },
    "place": {
        "dp_cells": 797,
        "pre_cts_ws_ns": 0.982,
        "place_hpwl_mm": 10.2,
        "place.gp.congestion": 0.948,
        "io_buffer_count": 50,
    },
}
[flip-flops by register name (all words and copies together), names as in the netlist]
name / flops
ch_map: 40
samp_store: 96
max_seq: 3
resp_ctr: 3
sequence_ctr: 3
irq_out: 1
seq_running: 1
En: 1
[area by class of cell]
type	count	area [um2]	area share, %
Tap cell	280	350	4.37
Multi-Input combinational cell	291	2080	25.9
Sequential cell	148	4380	54.7
Inverter	17	63.8	0.797
Timing Repair Buffer	61	568	7.09
Clock inverter	14	141	1.76
Clock buffer	17	425	5.31
[through the flow]
step | area, um2 | total power [uW] | hold WS, ns
final | 8010 | 2470 | 0.567
after global routing | 8010 | 2550 | 0.582
after CTS | 8010 | 2490 | 0.574
after detailed placement | 7440 | 1430 | 0.537
after global placement | 7440 | 1420 | 0.529
after floorplan | 6880 | 1350 | 0.476
[synth_stat cells (2+ instances only)]
| cell type | number | area share (%) |
|---|---|---|
| a21oi_1 | 7 | 0.51 |
| clkbuf_1 | 7 | 0.39 |
| a31oi_1 | 2 | 0.18 |
| mux2_1 | 4 | 0.66 |
| a221o_1 | 3 | 0.44 |
| o32ai_1 | 2 | 0.26 |
| nor3b_1 | 3 | 0.33 |
| nand3b_1 | 4 | 0.44 |
| nand2_1 | 23 | 1.3 |
| nor3_1 | 3 | 0.22 |
| a211oi_1 | 5 | 0.55 |
| buf_2 | 9 | 0.66 |
| o21a_1 | 2 | 0.22 |
| and2_1 | 7 | 0.64 |
| a21boi_0 | 3 | 0.33 |
| and3_1 | 3 | 0.28 |
| mux4_2 | 2 | 0.66 |
| edfxtp_1 | 136 | 60 |
| nand3_1 | 5 | 0.37 |
| a41oi_1 | 4 | 0.51 |
| inv_1 | 16 | 0.88 |
| xor2_1 | 3 | 0.39 |
| mux2i_1 | 23 | 3.4 |
| nor2_1 | 32 | 1.8 |
| nand4_1 | 3 | 0.28 |
| a22oi_1 | 2 | 0.22 |
| o2bb2ai_1 | 8 | 1.0 |
| buf_4 | 22 | 2.4 |
| ha_1 | 12 | 2.2 |
| o31ai_1 | 2 | 0.22 |
| a222oi_1 | 5 | 0.74 |
| a22o_1 | 9 | 1.2 |
| o22ai_1 | 3 | 0.28 |
| dfrtp_1 | 12 | 4.4 |
| o21ai_0 | 22 | 1.6 |
| nor2b_1 | 9 | 0.83 |
| mux2_2 | 9 | 1.5 |
| buf_6 | 11 | 1.8 |
| nand2b_1 | 14 | 1.3 |
| o221ai_1 | 5 | 0.64 |
| or3_1 | 2 | 0.18 |
| a221oi_1 | 15 | 1.9 |
[worst max path at each step]
stage / from / to / slack (ns) / cells past startpoint
CTS: MMS_address[1] / MMS_readdata[2] / 0.98 / 6
global route: MMS_address[1] / MMS_readdata[2] / 0.82 / 6
finish: MMS_address[1] / MMS_readdata[2] / 0.99 / 6
[cells by family after synthesis]
group	Yosys count	synth area share (%)
buf+inv	66	6.23
simple gates	112	8.60
fa+ha+maj	12	2.21
mux	38	6.20
compound gates	105	11.8
flops	148	64.4
other cells	1	0.0551
xor+xnor	4	0.515
[layer usage]
| metal | track usage (%) | up-vias | share of wire (%) |
|---|---|---|---|
| met5 | 0 | - | 0 |
| li1 | - | 1930 | - |
| met2 | 23.4 | 162 | 50 |
| met3 | 6.75 | 20 | 8.1 |
| met1 | 16.9 | 2016 | 40 |
| met4 | 2.55 | 0 | 1.9 |
[power by group]
part	total, uW	internal (uW)	switching (uW)
Sequential	1220	1210	13.7
Combinational	183	81.7	101
Clock	1060	611	451
[worst reg2reg max path: cells and delay by family, from the launching register on]
family / cells / cell delay [ns]
adders and majority gates: 2 / 0.33
DFF: 1 / 0.41
and+or+nand+nor: 1 / 0.64
Power figures rest on the tool's default switching activity, not on a simulated workload.
